<file path="flow/design.v">
module controller #(
    parameter MEMORY_ADDR_SIZE = 16
) (
    input logic clk,
    input logic reset,
    output logic [7:0] data_stream_tx,
    output logic       data_stream_tx_stb,
    input  logic       data_stream_tx_ack,
    input  logic [7:0] data_stream_rx,
    input  logic       data_stream_rx_stb,
    output logic                        mem_en,
    output logic                        mem_we,
    output logic [MEMORY_ADDR_SIZE-1:0] mem_addr,
    output logic [                31:0] mem_dw,
    input  logic [                31:0] mem_dr
);
  localparam [MEMORY_ADDR_SIZE-1:0] ADDR_COUNT_MIN = '0;
  localparam [MEMORY_ADDR_SIZE-1:0] ADDR_COUNT_DOWNLOAD_START = '0;
  localparam [MEMORY_ADDR_SIZE-1:0] ADDR_COUNT_DOWNLOAD_END = 25343;
  localparam [MEMORY_ADDR_SIZE-1:0] ADDR_COUNT_UPLOAD_START = 25344;
  localparam [MEMORY_ADDR_SIZE-1:0] ADDR_COUNT_UPLOAD_END = 50687;
  localparam [MEMORY_ADDR_SIZE-1:0] ADDR_COUNT_MAX = 65535;
  typedef enum logic [4:0] {
    START,
    WAIT_AND_CHECK_COMMAND,
    REPLY_TEST,
    CLEAR,
    DOWNLOAD_B0,
    DOWNLOAD_B1,
    DOWNLOAD_B2,
    DOWNLOAD_B3,
    STORE_DOWNLOAD,
    UPLOAD_B0,
    UPLOAD_B1,
    UPLOAD_B2,
    UPLOAD_B3,
    UPLOAD_WAIT,
    UPLOAD_CHECK
  } state_type;
  state_type state, state_next;
  logic [31:0] data_buffer, data_buffer_next;
  logic [MEMORY_ADDR_SIZE-1:0] addr_count, addr_count_next;
  assign mem_addr = addr_count;
  assign mem_dw   = data_buffer;
  always_comb begin
    data_stream_tx     = 8'b0;
    data_stream_tx_stb = 1'b0;
    state_next         = state;
    data_buffer_next   = data_buffer;
    addr_count_next    = addr_count;
    mem_en             = 1'b0;
    mem_we             = 1'b0;
    case (state)
      START: begin
        data_buffer_next = 32'b0;
        addr_count_next  = ADDR_COUNT_MIN;
        state_next       = CLEAR;
      end
      CLEAR: begin
        mem_en = 1'b1;
        mem_we = 1'b1;
        if (addr_count == ADDR_COUNT_MAX) state_next = WAIT_AND_CHECK_COMMAND;
        else begin
          addr_count_next = addr_count + 1;
          state_next      = CLEAR;
        end
      end
      WAIT_AND_CHECK_COMMAND: begin
        if (!data_stream_rx_stb) state_next = WAIT_AND_CHECK_COMMAND;
        else begin
          if (data_stream_rx == 8'h74)   
            state_next = REPLY_TEST;
          else if (data_stream_rx == 8'h72) begin   
            addr_count_next = ADDR_COUNT_UPLOAD_START;
            state_next      = UPLOAD_WAIT;
          end else if (data_stream_rx == 8'h77) begin   
            addr_count_next = ADDR_COUNT_DOWNLOAD_START;
            state_next      = DOWNLOAD_B0;
          end else if (data_stream_rx == 8'h63) begin   
            data_buffer_next = 32'b0;
            addr_count_next  = ADDR_COUNT_MIN;
            state_next       = CLEAR;
          end else state_next = WAIT_AND_CHECK_COMMAND;
        end
      end
      REPLY_TEST: begin
        data_stream_tx     = 8'h79;   
        data_stream_tx_stb = 1'b1;
        if (!data_stream_tx_ack) state_next = REPLY_TEST;
        else state_next = WAIT_AND_CHECK_COMMAND;
      end
      DOWNLOAD_B0: begin
        if (!data_stream_rx_stb) state_next = DOWNLOAD_B0;
        else begin
          data_buffer_next[7:0] = data_stream_rx;
          state_next = DOWNLOAD_B1;
        end
      end
      DOWNLOAD_B1: begin
        if (!data_stream_rx_stb) state_next = DOWNLOAD_B1;
        else begin
          data_buffer_next[15:8] = data_stream_rx;
          state_next = DOWNLOAD_B2;
        end
      end
      DOWNLOAD_B2: begin
        if (!data_stream_rx_stb) state_next = DOWNLOAD_B2;
        else begin
          data_buffer_next[23:16] = data_stream_rx;
          state_next = DOWNLOAD_B3;
        end
      end
      DOWNLOAD_B3: begin
        if (!data_stream_rx_stb) state_next = DOWNLOAD_B3;
        else begin
          data_buffer_next[31:24] = data_stream_rx;
          state_next = STORE_DOWNLOAD;
        end
      end
      STORE_DOWNLOAD: begin
        mem_en = 1'b1;
        mem_we = 1'b1;
        if (addr_count == ADDR_COUNT_DOWNLOAD_END) state_next = WAIT_AND_CHECK_COMMAND;
        else begin
          addr_count_next = addr_count + 1;
          state_next      = DOWNLOAD_B0;
        end
      end
      UPLOAD_WAIT: begin
        mem_en     = 1'b1;
        state_next = UPLOAD_B0;
      end
      UPLOAD_B0: begin
        mem_en             = 1'b1;
        data_stream_tx     = mem_dr[7:0];
        data_stream_tx_stb = 1'b1;
        if (!data_stream_tx_ack) state_next = UPLOAD_B0;
        else state_next = UPLOAD_B1;
      end
      UPLOAD_B1: begin
        mem_en             = 1'b1;
        data_stream_tx     = mem_dr[15:8];
        data_stream_tx_stb = 1'b1;
        if (!data_stream_tx_ack) state_next = UPLOAD_B1;
        else state_next = UPLOAD_B2;
      end
      UPLOAD_B2: begin
        mem_en             = 1'b1;
        data_stream_tx     = mem_dr[23:16];
        data_stream_tx_stb = 1'b1;
        if (!data_stream_tx_ack) state_next = UPLOAD_B2;
        else state_next = UPLOAD_B3;
      end
      UPLOAD_B3: begin
        mem_en             = 1'b1;
        data_stream_tx     = mem_dr[31:24];
        data_stream_tx_stb = 1'b1;
        if (!data_stream_tx_ack) state_next = UPLOAD_B3;
        else state_next = UPLOAD_CHECK;
      end
      UPLOAD_CHECK: begin
        if (addr_count == ADDR_COUNT_UPLOAD_END) state_next = WAIT_AND_CHECK_COMMAND;
        else begin
          mem_en          = 1'b1;
          addr_count_next = addr_count + 1;
          state_next      = UPLOAD_B0;
        end
      end
      default: state_next = state;
    endcase
  end
  always_ff @(posedge clk) begin
    if (reset) begin
      state       <= START;
      data_buffer <= 32'b0;
      addr_count  <= '0;
    end else begin
      state       <= state_next;
      data_buffer <= data_buffer_next;
      addr_count  <= addr_count_next;
    end
  end
endmodule
</file>
<file path="flow/config.mk">
export PLATFORM = sky130hd
export DESIGN_NAME = controller
export DESIGN_NICKNAME = controller
export VERILOG_FILES = /design/flow/design.v
export SDC_FILE = /design/flow/constraint.sdc
export NUM_CORES = 4
export LEC_CHECK = 1
export CORE_UTILIZATION = 30
</file>
<file path="flow/run.sh">
#!/bin/bash
# OpenROAD 26Q1-2900-gdf79404cd8, Yosys 0.63+post, stock flow scripts
make -C /OpenROAD-flow-scripts/flow DESIGN_CONFIG=/design/flow/config.mk WORK_HOME=/design/flow/orfs finish
</file>
<file path="flow/constraint.sdc">
current_design controller

set clk_period 4.1
set clk_io_pct 0.2

create_clock -name clk0 -period $clk_period [get_ports {clk}]

set non_clock_inputs [all_inputs -no_clocks]
set_input_delay [expr $clk_period * $clk_io_pct] -clock clk0 $non_clock_inputs
set_output_delay [expr $clk_period * $clk_io_pct] -clock clk0 [all_outputs]
</file>
==> flow_summary.json <==
{
  "openroad.warnings": 25,
  "final_cell_area_mm2": 0.00445,
  "drv_slew": 0,
  "wl_per_cell_um": 15.6,
  "cts_tree": "done",
  "ys_seq_share_pct": 39.5,
  "ys_cells": 392,
  "cts_hold_buf": 0,
  "final_layout_top_logic_cells": "101 x clkdlybuf4s50_1, 63 x dfxtp_1, 59 x nand2_1",
  "cts_resized": 0,
  "dpl_cell_area_mm2": 0.00427,
  "period_used_pct": 89.4,
  "grt_pass1_wl_um": 15700,
  "clock_sinks": 63,
  "worstPathMaxFanout": 6,
  "post_cts_buffers": 0,
  "status": "finished clean",
  "crit_arrival_ns": 2.84,
  "drv_cap": 0,
  "p_int_mw": 0.945,
  "switching_share_pct": 23.8,
  "p_switching_mw": 0.295,
  "avgSynthCellArea_um2": 8.14,
  "finalHoldViolCount": 0,
  "layout_top_cell": "clkdlybuf4s50_1",
  "grt_pass1_vias": 3095,
  "synth-compound-area-share_pct": 23.4,
  "wl_um": 9640,
  "syn_area_mm2": 0.00319,
  "crit_required_ns": 3.28,
  "adder_share_pct": 0.392,
  "clock-root-buffer": "clkbuf_8",
  "dp_worst_setup_slack_ns": 0.806,
  "clockBufferDepth": 2,
  "cellLeakagePower_nw": 1.51,
  "antenna_found_initial": 0,
  "synthCells": 392,
  "initCoreUtil_pct": 30.9,
  "yosys_area_mm2": 0.00319,
  "setup.worst_path.class": "reg -> out",
  "ff_type": "dfxtp_1",
  "fin_ws_ns": 0.437,
  "combPwrFrac_pct": 9.6,
  "drc": 0,
  "hold_end": "data_buffer[6]",
  "ant_nets": 0,
  "setup_viol": 0,
  "powerDensity_mw_per_mm2": 279,
  "diodes": 0,
  "grt_usage_pct": 17.8,
  "chipArea_mm2": 0.0110,
  "hold_path.startpoint": "data_buffer[6]",
  "area_growth_pct": 39.6,
  "drive_gt1_share_pct": 8.07,
  "setup_tns_ns": 0,
  "vias_per_cell": 5.39,
  "slew_headroom_pct": 44.9,
  "hp-class": "reg -> reg",
  "dr.pass1.iters": 5,
  "fp.dieW_um": 105,
  "htree_levels": 3,
  "rsz0062_at_grt": "no",
  "end_kind": "primary output",
  "vias": 3338,
  "overflow": 0,
  "synth_flops": 63,
  "max_freq_mhz": 273,
  "holdPathStages": 2,
  "grt_max_degree": 39,
  "rr_worst_depth": 6,
  "topCombFamilyByArea": "simple AND/OR/NAND/NOR gates",
  "ys_warn_count": 1,
  "portBuffers": 102,
  "async_flop_share_pct": 0,
  "clock_skew_ns": 0.00932,
  "edf_count": 0,
  "cp-start-kind": "register",
  "whs_ns": 0.453,
  "path_clk_slew_ns": 0.07,
  "fin_util_pct": 43.1,
  "r2r_start": "addr_count[0]",
  "io_pins": 103,
  "fp.dieH_um": 105,
  "mux_share_pct": 0.942,
  "peakVddDrop_mv": 0.172,
  "rows": 37,
  "regToRegSetupSlack_ns": 1.47,
  "simple_gate_share_pct": 28.8,
  "timing.rr.end": "addr_count[15]",
  "min_period_ns": 3.66,
  "numCtsBuffers": 9,
  "synthXorXnorAreaFrac_pct": 0.275,
  "clock_power_share_pct": 40.6,
  "core_mm2": 0.0103,
  "first_iter_violations": 238,
  "synth_cell_type_count": 52,
  "seqPwrFrac_pct": 49.8,
  "clkLatencyLatePin_ns": 0.34,
  "globalplace.congestion": 0.875,
  "worstMarginPinSlew_ns": 0.819,
  "dpl.hpwl_um": 6660
}
-- kinds of logic after synthesis --
| group | Yosys count |
|---|---|
| compound gates | 108 |
| xor+xnor | 1 |
| fa+ha+maj | 1 |
| buf+inv | 45 |
| flops | 63 |
| mux | 3 |
| simple gates | 171 |
-- registers in the layout, summed over array words and instances (netlist names) --
register     count
data_buffer     32
addr_count      16
state           15
-- power by group through the flow --
stage | combinational, mW | sequential [mW] | clock, mW
4_1_cts | 0.119 | 0.617 | 0.521
6_report | 0.119 | 0.617 | 0.504
5_1_grt | 0.129 | 0.617 | 0.546
-- per-stage QoR --
stage / instances / power, mW
CTS: 619 / 1.26
detailed placement: 604 / 0.750
floorplan: 392 / 0.682
global route: 619 / 1.29
global placement: 604 / 0.748
finish: 619 / 1.24
-- layer usage --
layer	track usage [%]	wire [um]	up-vias
met1	26.1	4420	1564
met5	0	0	-
met4	2.31	82	0
met2	28.5	4610	104
li1	-	-	1662
met3	3.30	534	8
-- final cells by class --
cell class | instances | area (um^2)
tap | 136 | 170
multi-input combinational | 284 | 1720
timing repair buffer | 111 | 1080
clock buffer | 10 | 128
inverter | 10 | 37.5
clock inverter | 5 | 50.0
fill | 1028 | 5870
sequential | 63 | 1260
-- worst max-delay path by stage --
stage | start | end | slack (ns) | cells past startpoint
CTS | addr_count[0] | mem_en | 0.43 | 7
global route | addr_count[0] | mem_en | 0.23 | 7
finish | addr_count[0] | mem_en | 0.44 | 7
-- worst max-delay path, cell delays in order (launching register included) --
cell	delay, ns
dfxtp_1	0.38
ha_1	0.29
nand3_4	0.15
nor4_1	0.71
nand4_1	0.19
a21oi_1	0.25
nand3_1	0.10
clkdlybuf4s50_1	0.44
-- cells in the mapped netlist (3+ instances only) --
library cell  count  area, um^2
dfxtp_1          63        1260
nand2_1          59         221
a21oi_1          53         265
nand4_1          40         250
nor2_1           24        90.1
clkbuf_1         21        78.8
nor4_1           11        68.8
inv_1            10        37.5
nand3_1           8        40.0
buf_2             7        35.0
a22oi_1           6        45.0
and3_1            6        37.5
o311ai_1          6        52.6
o31ai_1           6        45.0
a222oi_1          5        50.1
a31oi_1           5        31.3
o21ai_0           5        25.0
o32ai_1           4        35.0
o41ai_1           4        35.0
buf_4             3        22.5
buf_6             3        33.8
mux2i_1           3        30.0
nand2b_1          3        18.8
nor2b_1           3        18.8
Power figures rest on the tool's default switching activity, not on a simulated workload.
