<file path="./config.mk">
export PLATFORM = sky130hd
export DESIGN_NAME = debounce
export DESIGN_NICKNAME = debounce
export VERILOG_FILES = /design/flow/design.v
export SDC_FILE = /design/flow/constraint.sdc
export NUM_CORES = 4
export LEC_CHECK = 1
export CORE_UTILIZATION = 30
</file>
<file path="./constraint.sdc">
current_design debounce

set clk_period 11.3
set clk_io_pct 0.2

create_clock -name clk0 -period $clk_period [get_ports {clk}]

set non_clock_inputs [all_inputs -no_clocks]
set_input_delay [expr $clk_period * $clk_io_pct] -clock clk0 $non_clock_inputs
set_output_delay [expr $clk_period * $clk_io_pct] -clock clk0 [all_outputs]
</file>
<file path="./design.v">
module debounce #(
    parameter n = 20   
) (                    
    input  logic clk,
    input  logic reset,
    input  logic sw,
    output logic db_level,
    output logic db_tick
);
  typedef enum logic [1 : 0] {
    zero,
    wait0,
    one,
    wait1
  } state_t;
  state_t state_reg, state_next;
  logic unsigned [n-1:0] q_reg, q_next;
  logic q_load, q_dec, q_zero;
  logic sw_reg1, sw_reg2;
  always_ff @(posedge clk or posedge reset) begin
    if (reset) begin
      sw_reg1 <= 0;
      sw_reg2 <= 0;
    end else begin
      sw_reg2 <= sw_reg1;
      sw_reg1 <= sw;
    end
  end
  always_ff @(posedge clk or posedge reset) begin
    if (reset) begin
      state_reg <= zero;
      q_reg     <= 0;
    end else begin
      state_reg <= state_next;
      q_reg     <= q_next;
    end
  end
  always_comb begin
    if (q_load) begin
      q_next = {n{1'b1}};
    end else if (q_dec) begin
      q_next = q_reg - 1;
    end else begin
      q_next = q_reg;
    end
    if (!q_next) begin
      q_zero = 1;
    end else begin
      q_zero = 0;
    end
  end
  always_comb begin
    q_load     = 0;
    q_dec      = 0;
    db_level   = 0;
    db_tick    = 0;
    state_next = state_reg;
    case (state_reg)
      zero: begin
        db_level = 0;
        if (sw_reg2) begin
          state_next = wait1;
          q_load     = 1;
        end
      end
      wait1: begin
        db_level = 0;
        if (sw_reg2) begin
          q_dec = 1;
          if (q_zero) begin
            state_next = one;
            db_tick    = 1;
          end
        end else begin
          state_next = zero;
        end
      end
      one: begin
        db_level = 1;
        if (!sw_reg2) begin
          state_next = wait0;
          q_load     = 1;
        end
      end
      wait0: begin
        db_level = 1;
        if (!sw_reg2) begin
          q_dec = 1;
          if (q_zero) begin
            state_next = zero;
          end
        end else begin
          state_next = one;
        end
      end
    endcase
  end
endmodule
</file>
<file path="./run.sh">
#!/bin/bash
# OpenROAD 26Q1-2900-gdf79404cd8, Yosys 0.63+post, stock flow scripts
make -C /OpenROAD-flow-scripts/flow DESIGN_CONFIG=/design/flow/config.mk WORK_HOME=/design/flow/orfs finish
</file>
==> results.toml <==
# synthesis and place-and-route metrics
[status]
outcome = "finished clean"

[clock_tree]
cts.hold.buffers_added = 0
cts_tree = "built"
numCtsBuffers = 3
cts_resized = 0
clk_root_buffer_cell = "clkbuf_8"
cts.htree.levels = 1
clk_lat_worst_skew_ps = 270
clock_sink_count = 26
clk_path_buf_depth = 2
clkTransAtPathRegs_ps = 100
cts_setup_buffers = 0

[synthesis]
ys_warn_count = 1
top_area_cell = "dfrtp_1"
synth.yosys.seq_area_share = 0.412
synthTopCellsByArea = "dfrtp_1 (40%), xnor2_1 (6.6%), nand2_1 (3.8%), nor3_1 (3.5%), nor2_1 (3.3%)"
synth_cell_types = 45
synth_chip_area_um2 = 1580
synthFlopType = "dfrtp_1"
avgSynthCellArea_um2 = 9.36
syn_area_um2 = 1580
yosysTopAreaCellShare = 0.396
post_synth_inst_count = 169
ys_cells = 169
synth-edff-count = 0
asyncSetResetFlopFracSynth = 1.00
synth.ff_latch_count = 26

[worst_setup_path]
timing_worst_setup_path_type = "flip-flop to primary output"
worst-path-max-fanout = 12
timing.critical_path.slowest_cell_delay_ps = 500
worstReg2RegStart = "q_reg[0]$_DFF_PP0_"
timing.critical_path.cells = "inv_1, ha_1, nor3b_1, o211ai_1, buf_4, o32a_1, o31ai_1, and4_1, nand3_2, nor4_1, clkdlybuf4s50_1"
worstReg2RegEnd = "state_reg[2]$_DFF_PP0_"
rr_worst_depth = 10
cp.arrival_ps = 3280
critical_path.slowest_cell = "clkdlybuf4s50_1"
crit_path_end = "db_tick"
setup.reg_to_reg.worst_slack_ps = 8630
startpoint_of_the_most_critical_setup_path = "q_reg[0]$_DFF_PP0_"
endpoint_kind = "primary output"
start_kind = "flip-flop"
worst_ep_required_time_ps = 9040

[route]
initial_drt_pass_iterations = 4
wirelength_um = 3040
post-route-drc-count = 0
postRouteAntennaNets = 0
avgRoutedWirePerCell_um = 12.7
dr.first_iter.drc_count = 97
vias = 1213
antenna-diode-count = 0
via_cell_ratio = 5.08

[cells_and_area]
largest_register_ff_count = 20
final_cell_count_no_fill = 239
area_delta_synth_final_pct = 10.8
stdcell_area_um2 = 1750
drive_above_1_share = 0.0888

[global_route]
global_route.overflow_total = 0
antenna_found_initial = 0
grt_max_degree = 27
grt_pass1_vias = 1060
grt_pass1_wl_um = 5190
grt_use_total = 0.124

[placed_design]
gp_routability_congestion = 0.833
portbufs = 4
placedInstanceArea_um2 = 1680
dp_worst_setup_slack_ps = 6090
place.detailed.hpwl_um = 2150
placed_cells_incl_taps = 235

[sta]
timing_worst_slew_pin_value_ps = 661
final_critical_path_setup_slack_ps = 5760
max-slew-margin-rel = 0.559
max_slew_violation_total_from_the_final_report = 0
unrepaired_setup_endpoints_after_global_routing = "no"
period_minus_slack_ps = 5540
report.final.hold_viol_count = 0
fmax_mhz = 180
setup_viol = 0
timing.final.crit_share = 0.490
totalNegativeSetupSlack_ps = 0
fin_skew_ps = 3.80

[pwr]
worst_voltage_drop_across_the_vdd_grid_uv = 96.0
post-layout-total-power_mw = 0.183
p_per_area_nw_per_um2 = 104
share_seq_of_total_power = 0.522
power_frac_clock = 0.427
p_sw_mw = 0.0379
switching_part_of_the_total = 0.207
combinationalPowerShare = 0.051
power_leakage_nw = 0.548
internal_power_mw = 0.145

[floorplanning]
initCoreUtil = 0.310
boundaryPins = 5
floorplan.rows = 26
dieHeight_um = 74.6
floorplan.die_area_um2 = 5570
placeableCoreArea_um2 = 5110
fp.dieW_um = 74.6

[job]
tool_warnings = 25
max-cap-violations = 0

[worst_hold_path]
hold_path.startpoint = "sw_reg1$_DFF_PP0_"
hold_class = "flip-flop to flip-flop"
[layer usage]
layer  wire [um]  global-route usage  part of all wire  vias up
met5           0                   0                 0        -
met4          15             0.00629            0.0049        0
met3          56              0.0220             0.018        2
met2        1400               0.178              0.46       10
met1        1570               0.208              0.52      588
li1            -                   -                 -      613
[final cells by class]
type	count	area (um2)
Tap cell	70	87.6
Sequential cell	26	652
Timing Repair Buffer	7	62.6
Clock buffer	3	41.3
Fill cell	530	3350
Clock inverter	1	30.0
Inverter	5	18.8
Multi-Input combinational cell	127	861
[cell families after synthesis]
kind of cell             count (synthesis)  share of synthesized area
AND-OR/OR-AND                           31                      0.154
XOR/XNOR                                15                     0.0831
adder cells (fa/ha/maj)                  1                    0.00791
buffers and inverters                   16                     0.0435
flip-flops                              26                      0.412
AND/OR/NAND/NOR                         80                      0.299
[power groups by stage]
stage	combinational, mW	clock, mW	sequential, mW
after CTS	0.00956	0.0813	0.0954
after global routing	0.0108	0.0838	0.0956
final	0.00925	0.0781	0.0953
[placed cells by master (no fill, tap or decap), types with 4 or more instances in the layout]
| cell type | instances |
|---|---|
| o211ai_1 | 5 |
| nand2_1 | 16 |
| dfrtp_1 | 25 |
| clkdlybuf4s50_1 | 4 |
| nand3b_1 | 4 |
| nand3_1 | 4 |
| nor2_1 | 14 |
| nor3_1 | 11 |
| inv_1 | 5 |
| xnor2_1 | 12 |
| nor4_1 | 4 |
| o21ai_0 | 6 |
| a21oi_1 | 5 |
[critical path: cells and delay by family (launching register included)]
kind,cells,cell delay [ps]
AOI/OAI and AO/OA,3,570
buffers and inverters,3,800
and+or+nand+nor,4,960
adders and majority gates,1,260
DFF,1,420
[worst min path at each step]
stage     slack (ps)                end  cells past startpoint
4_1_cts          370  sw_reg2$_DFF_PP0_                      0
5_1_grt          380  sw_reg2$_DFF_PP0_                      0
6_report         360  sw_reg2$_DFF_PP0_                      0
[Yosys cell counts (4+ instances only)]
cell type,instances
dfrtp_1,25
nand2_1,16
nor2_1,14
xnor2_1,12
nor3_1,11
clkbuf_1,8
o21ai_0,6
a21oi_1,5
inv_1,5
o211ai_1,5
nand3_1,4
nand3b_1,4
nor4_1,4
[per-stage QoR]
| step | hold WS (ps) | util |
|---|---|---|
| after floorplan | 331 | - |
| after global placement | 336 | 0.329 |
| after detailed placement | 343 | 0.329 |
| after CTS | 366 | 0.343 |
| after global routing | 375 | 0.343 |
| final | 362 | 0.343 |
