File: ./config.mk
export PLATFORM = sky130hd
export DESIGN_NAME = uart
export DESIGN_NICKNAME = uart
export VERILOG_FILES = /design/flow/design.v
export SDC_FILE = /design/flow/constraint.sdc
export NUM_CORES = 4
export LEC_CHECK = 1
export CORE_UTILIZATION = 40
File: ./constraint.sdc
current_design uart

set clk_period 2.9
set clk_io_pct 0.2

create_clock -name clk0 -period $clk_period [get_ports {clk}]

set non_clock_inputs [all_inputs -no_clocks]
set_input_delay [expr $clk_period * $clk_io_pct] -clock clk0 $non_clock_inputs
set_output_delay [expr $clk_period * $clk_io_pct] -clock clk0 [all_outputs]
File: ./run.sh
#!/bin/bash
# OpenROAD 26Q1-2900-gdf79404cd8, Yosys 0.63+post, stock flow scripts
make -C /OpenROAD-flow-scripts/flow DESIGN_CONFIG=/design/flow/config.mk WORK_HOME=/design/flow/orfs finish
File: ./design.v
module uart #(
    parameter P_BAUD_RATE       = 115200,
    parameter P_CLOCK_FREQUENCY = 100_000_000
) (
    input logic clk,
    input logic rst,
    input logic rx,
    output logic tx,
    input logic [7:0] data_stream_in,
    input logic data_stream_in_stb,
    output logic data_stream_in_ack,
    output logic [7:0] data_stream_out,
    output logic data_stream_out_stb
);
  localparam integer RX_CLKS_PER_BIT = P_CLOCK_FREQUENCY / (P_BAUD_RATE * 16);
  logic [$clog2(RX_CLKS_PER_BIT)-1:0] rx_tick_counter;
  logic rx_tick;
  always_ff @(posedge clk or posedge rst) begin
    if (rst) begin
      rx_tick_counter <= '0;
      rx_tick         <= 1'b0;
    end else if (rx_tick_counter == RX_CLKS_PER_BIT - 1) begin
      rx_tick_counter <= '0;
      rx_tick         <= 1'b1;
    end else begin
      rx_tick_counter <= rx_tick_counter + 1;
      rx_tick         <= 1'b0;
    end
  end
  logic rx_sync_0, rx_sync_1;
  always_ff @(posedge clk or posedge rst) begin
    if (rst) begin
      rx_sync_0 <= 1'b1;
      rx_sync_1 <= 1'b1;
    end else begin
      rx_sync_0 <= rx;
      rx_sync_1 <= rx_sync_0;
    end
  end
  logic [3:0] rx_sample_count, rx_sample_count_next;
  logic [15:0] rx_sample_vec;
  always_ff @(posedge clk or posedge rst) begin
    if (rst) begin
      rx_sample_count <= 4'd0;
      rx_sample_vec   <= 16'hffff;
    end else if (rx_tick) begin
      rx_sample_count <= rx_sample_count_next;
      rx_sample_vec   <= {rx_sync_1, rx_sample_vec[15:1]};
    end
  end
  typedef enum logic [2:0] {
    RX_IDLE,
    RX_DATA,
    RX_STOP
  } rx_state_t;
  rx_state_t rx_state, rx_state_next;
  logic [2:0] rx_bit_index, rx_bit_index_next;
  logic [7:0] rx_shift_reg, rx_shift_reg_next;
  always_comb begin : rx_fsm_comb
    rx_state_next        = rx_state;
    rx_bit_index_next    = rx_bit_index;
    rx_shift_reg_next    = rx_shift_reg;
    data_stream_out      = 0;
    data_stream_out_stb  = 1'b0;
    rx_sample_count_next = rx_sample_count + 1;
    case (rx_state)
      RX_IDLE: begin
        if (rx_sample_vec == 16'b0000_0000_0000_0001) begin   
          rx_state_next        = RX_DATA;
          rx_bit_index_next    = 3'd0;
          rx_sample_count_next = 4'd0;
        end
      end
      RX_DATA: begin
        if (rx_sample_count == 4'd8) begin   
          rx_shift_reg_next[rx_bit_index] = rx_sync_1;
          if (rx_bit_index == 3'd7) begin
            rx_state_next = RX_STOP;
          end else begin
            rx_bit_index_next = rx_bit_index + 1;
          end
        end
      end
      RX_STOP: begin
        if (rx_sample_count == 4'd8) begin   
          if (rx_sync_1) begin   
            data_stream_out     = rx_shift_reg;
            data_stream_out_stb = rx_tick;
            rx_state_next       = RX_IDLE;
            rx_bit_index_next   = 0;
          end else begin
            rx_state_next = RX_IDLE;   
          end
        end
      end
      default: rx_state_next = RX_IDLE;
    endcase
  end
  always_ff @(posedge clk or posedge rst) begin
    if (rst) begin
      rx_state     <= RX_IDLE;
      rx_bit_index <= 3'b0;
      rx_shift_reg <= 8'b0;
    end else if (rx_tick) begin
      rx_state     <= rx_state_next;
      rx_bit_index <= rx_bit_index_next;
      rx_shift_reg <= rx_shift_reg_next;
    end
  end
  localparam integer TX_CLKS_PER_BIT = P_CLOCK_FREQUENCY / P_BAUD_RATE;
  logic [$clog2(TX_CLKS_PER_BIT)-1:0] tx_tick_counter;
  logic tx_tick;
  always_ff @(posedge clk or posedge rst) begin
    if (rst) begin
      tx_tick_counter <= '0;
      tx_tick         <= 1'b0;
    end else if (tx_tick_counter == TX_CLKS_PER_BIT - 1) begin
      tx_tick_counter <= '0;
      tx_tick         <= 1'b1;
    end else begin
      tx_tick_counter <= tx_tick_counter + 1;
      tx_tick         <= 1'b0;
    end
  end
  typedef enum logic [2:0] {
    TX_IDLE,
    TX_START,
    TX_DATA,
    TX_STOP
  } tx_state_t;
  tx_state_t tx_state, tx_state_next;
  logic [2:0] tx_bit_index, tx_bit_index_next;
  logic tx_next;
  always_comb begin : tx_fsm_comb
    tx_state_next      = tx_state;
    tx_bit_index_next  = 3'd0;
    tx_next            = 1'b1;   
    data_stream_in_ack = 1'b0;
    case (tx_state)
      TX_IDLE: begin
        if (data_stream_in_stb) begin
          tx_state_next = TX_START;
        end
      end
      TX_START: begin
        tx_next = 1'b0;  
        tx_state_next    = TX_DATA;
      end
      TX_DATA: begin
        tx_next = data_stream_in[tx_bit_index];
        if (tx_bit_index == 3'd7) begin
          tx_state_next = TX_STOP;
        end else begin
          tx_bit_index_next = tx_bit_index + 1;
        end
      end
      TX_STOP: begin
        tx_next            = 1'b1;   
        tx_state_next      = TX_IDLE;
        data_stream_in_ack = tx_tick;
      end
      default: tx_state_next = TX_IDLE;
    endcase
  end
  always_ff @(posedge clk or posedge rst) begin
    if (rst) begin
      tx_state     <= TX_IDLE;
      tx           <= 1'b1;
      tx_bit_index <= 3'd0;
    end else if (tx_tick) begin
      tx_state     <= tx_state_next;
      tx           <= tx_next;
      tx_bit_index <= tx_bit_index_next;
    end
  end
endmodule
==> GITHUB_STEP_SUMMARY <==
## Synthesis and layout report

| Metric | Value |
|---|---|
| Worst clock skew | 0.00546 ns |
| TritonCTS Sinks | 62 |
| Worst IR Drop VDD | 0.000322 V |
| Most frequent logic cell in the layout | dfrtp_1 |
| Maximum clock frequency | 379 MHz |
| Global-route wire length before repair | 8.29 mm |
| Number of clock buffers inserted by TritonCTS | 9 |
| Final-layout setup total negative slack | 0 ns |
| Worst endpoint data arrival time | 2.06 ns |
| # rows | 30 |
| Part of the total power dissipated in combinational logic | 0.022 |
| Sort of element at the end of the critical path | primary output |
| Endpoint required time on the critical path | 2.32 ns |
| Met1 usage in global routing | 0.235 |
| DRC viols | 0 |
| Layout cells sized above 1 | 0.218 |
| Remaining antenna violation count after routing | 0 |
| Worst setup path startpoint | rx_sample_count[0] |
| Count of distinct cell types in the synthesized netlist | 34 |
| Number of buffer cells added on primary ports | 22 |
| Syn. warnings | 1 |
| Number of DRC markers in iteration 0 | 114 |
| Total count of max-transition violations in the final report | 0 |
| Number of global-route vias before repair | 1,766 |
| Sum of internal, switching and leakage power | 0.00158 W |
| Area of the synthesized netlist per yosys stat | 0.00289 sq mm |
| CP Cell Sequence | inv_1, ha_1, and4b_1, and3_1, clkdlybuf4s50_1 |
| Layer with the highest usage after global routing | met1 |
| Detailed placement HPWL | 3.17 mm |
| Routability congestion estimate from global placement | 0.774 |
| Fillers | 611 |
| Count of library flops with an enable pin | 0 |
| Reg-to-reg critical path startpoint | rx_sample_vec[0] |
| Fraction of registers with async set/reset | 1.00 |
| Core utilization at floorplan | 0.420 |
| Worst-Margin Slew | 0.461 ns |
| Max FFs per register | 16 |
| Number of top-level design ports | 23 |
| Final Cell Area | 0.00340 sq mm |
| Horizontal die dimension | 87.0 um |
| Cell with the largest stage delay on the worst path | clkdlybuf4s50_1 |
| Sequential share of the synthesized area | 0.547 |
| Post-CTS repair timing setup buffer count | 0 |
| FF+latch count, synth | 62 |
| Routing usage on met2 | 0.208 |
| DR vias/cell | 4.90 |
| TritonCTS clock tree | yes |
| Final hold viol count | 0 |
| Max stage delay on crit path | 0.45 ns |
| Layout overhead on the synthesized area | 17.9% |
| Drt pass-1 iters | 4 |
| WS Path Type | reg2out |
| Mean instance size in the synthesized netlist | 11.5 sq um |
| Clock period minus worst slack | 2.64 ns |
| Antenna diodes | 0 |
| Die H | 87.0 um |
| Final routed wirelength across all metal layers | 4.60 mm |
| Leakage power summed over all cells | 1.51 nW |
| Finish-stage setup viols | 0 |
| DP Area | 0.00322 sq mm |
| Area of the die | 0.00756 sq mm |
| Internal cell power | 0.00127 W |
| Met3 Use GR | 0.0404 |
| Overall track demand over capacity in global routing | 0.144 |
| Most common logic cells in the final layout | dfrtp_1, nor2_1, clkdlybuf4s50_1, dfstp_2, mux2_2 |
| Critical path peak fanout | 11 |
| Post-DR wirelength/cell | 12.1 um |
| Clock root buffer master | clkbuf_8 |
| Post-layout period usage of the worst path | 0.909 |
| Setup repair after global routing missed its margin | false |
| Mapped Area | 0.00289 sq mm |
| Total of hold buffers inserted after clock tree synthesis | 0 |
| Outcome | completed |
| Standard cell core area | 0.00687 sq mm |
| Startpoint of the worst hold path | rx_sync_0 |
| Clock network power share | 0.427 |
| Antenna violations before repair | 0 |
| Hold Crit Class | reg2reg |
| Yosys cell count | 251 |
| Startpoint type of the worst setup path | flip-flop |
| Pin count of the biggest net entering global routing | 23 |
| Max-capacitance violation count | 0 |
| Switching share of power | 0.200 |
| Worst slew slack as a fraction of its limit | 0.692 |
| Relative contribution of sequential cells to total power | 0.551 |
| Mapped Cells | 251 |
| Clock-pin slew reported for the worst setup and hold paths after clock tree synthesis | 0.06 ns |
| Count of instances resized after the clock tree is built | 0 |
| Number of buffers on the longest clock path | 2 |
| Switch Pwr | 0.000316 W |
| Overflow left after global routing | 0 |
| Clock latency of the later-clocked register in the worst-skew pair | 0.33 ns |
| PD cells | 465 mW/mm^2 |
| Predominant post-synthesis flop cell | dfrtp_1 |
| H-tree depth | 3 |
| Log Warnings | 29 |
| Via count of the routed design | 1,868 |
-- routing by layer --
layer  routed length [um]  vias up  share of wire
met2                 2030       23           0.44
met4                   54        0          0.012
met5                    0        -              0
met3                  170        5          0.037
li1                     -      941              -
met1                 2350      899           0.51
-- through the flow --
stage          setup WS, ns   util  hold slack, ns  cells
2_1_floorplan         0.813      -           0.345    251
3_3_place_gp          0.635  0.469           0.346    365
3_5_place_dp          0.610  0.469           0.348    365
4_1_cts               0.239  0.495           0.358    381
5_1_grt               0.142  0.495           0.361    381
6_report              0.264  0.495           0.356    381
-- cell type report --
type	count	area, sq um	area share
clock inverters	1	5.00	0.00147
multi-input cells	166	1220	0.359
flip-flops and latches	62	1580	0.464
well taps	96	120	0.0353
repair buffers	25	243	0.0713
inverters	16	60.1	0.0176
clock buffers	15	176	0.0518
-- Yosys cell counts, drive strengths merged, types with 2 or more instances --
master,n,share of area
nand3b,2,0.0052
nor2,22,0.029
inv,16,0.021
dfrtp,41,0.36
ha,11,0.048
nand4,4,0.0087
xor2,6,0.018
nand3,15,0.026
mux2,20,0.078
xnor2,8,0.024
a22o,3,0.0091
nor4,4,0.014
dfstp,21,0.19
nor3,2,0.0035
mux4,2,0.016
a21o,5,0.013
and4b,2,0.0069
o21ai,17,0.029
or4,3,0.0078
o211ai,2,0.0052
clkbuf,6,0.0078
nand2,14,0.018
mux2i,5,0.017
and3,11,0.024
-- kinds of logic (layout without fill, tap and decap cells) --
| logic type | after synthesis | after routing | share of synthesized area |
|---|---|---|---|
| and+or+nand+nor | 83 | 83 | 0.153 |
| DFF | 62 | 62 | 0.547 |
| AOI/OAI and AO/OA | 31 | 31 | 0.0685 |
| muxes | 27 | 27 | 0.111 |
| buffers and inverters | 23 | 57 | 0.0303 |
| xor gates and xnor gates | 14 | 14 | 0.0425 |
| adders and majority gates | 11 | 11 | 0.0477 |
-- power by group through the flow --
stage	clock network [W]	logic (W)	registers, W
4_1_cts	0.000707	0.0000371	0.000872
6_report	0.000675	0.0000353	0.000872
5_1_grt	0.000743	0.0000409	0.000872
-- worst max-delay path, delay by kind of cell, from the launching register on --
family                   cells  cell delay (ns)
adder cells (fa/ha/maj)      1             0.17
buffers and inverters        2             0.52
flip-flops                   1             0.41
AND/OR/NAND/NOR              2             0.62
-- worst paths after layout --
check                                           to  slack [ns]  cells after the start
worst min register to register           rx_sync_1        0.36                      0
worst max register to register     rx_bit_index[0]        0.79                      4
max in group asynchronous         rx_sample_vec[6]        1.63                      3
min in group asynchronous       tx_tick_counter[1]        0.57                      2
worst min-delay path                     rx_sync_1        0.36                      0
worst max-delay path            data_stream_out[6]        0.26                      5
No activity file was given, so power comes from the tool's default toggle rates.
